`flow/design.v`:
```
module carry_select_adder_16bit(sub, in0, in1, cin, sum, cout, v);
	input [15:0] in0,in1;
	input cin;
	input sub;
	output [15:0] sum;
	output cout;
	output v;
	wire [6:0] c;
	wire [15:0] tempin1;
	wire tempcin;
	assign tempcin = cin | sub;
	assign tempin1 = (sub)? in1 ^ 16'b1111111111111111 : in1;
	ripple_adder_2bit ra0(in0[1:0], tempin1[1:0], tempcin, sum[1:0], c[0]);
	carry_select_adder_2bit csa0(in0[3:2], tempin1[3:2], c[0], sum[3:2], c[1]);
	carry_select_adder_2bit csa1(in0[5:4], tempin1[5:4], c[1], sum[5:4], c[2]);
	carry_select_adder_2bit csa2(in0[7:6], tempin1[7:6], c[2], sum[7:6], c[3]);
	carry_select_adder_2bit csa3(in0[9:8], tempin1[9:8], c[3], sum[9:8], c[4]);
	carry_select_adder_2bit csa4(in0[11:10], tempin1[11:10], c[4], sum[11:10], c[5]);
	carry_select_adder_2bit csa5(in0[13:12], tempin1[13:12], c[5], sum[13:12], c[6]);
	carry_select_adder_2bit csa6(in0[15:14], tempin1[15:14], c[6], sum[15:14], cout);
	assign v = ((in0[15] & tempin1[15]) & ~sum[15]) | ((~in0[15] & ~tempin1[15]) & sum[15]);
endmodule
module carry_select_adder_2bit(in0, in1, cin, sum, cout);
	input [1:0] in0,in1;
	input cin;
	output [1:0] sum;
	output cout;
	wire [1:0] s0,s1;
	wire c0,c1;
	ripple_adder_2bit ra0(in0, in1, 1'b0, s0, c0);
	ripple_adder_2bit ra1(in0, in1, 1'b1, s1, c1);
	mux2X1 #(2) ms0(s0, s1, cin, sum);
 	mux2X1 #(1) mc0(c0, c1, cin, cout);
endmodule
module full_adder(in0, in1, cin, sum, cout);
	input in0;
	input in1;
	input cin;
 	output sum;
	output cout;
	assign sum = (in0 ^ in1) ^ cin;
	assign cout = (in0 & in1) | (cin & (in0 ^ in1));
endmodule
module mux2X1( in0,in1,sel,out);
	parameter width=16; 
	input [width-1:0] in0,in1;
	input sel;
	output [width-1:0] out;
	assign out=(sel)?in1:in0;
endmodule
module ripple_adder_2bit(in0, in1, cin, sum, cout);
	input [1:0] in0,in1;
	input cin;
	output [1:0] sum;
	output cout;
	wire c0;
	full_adder fa0(in0[0], in1[0], cin, sum[0], c0);
	full_adder fa1(in0[1], in1[1], c0, sum[1], cout);
endmodule
```
`flow/run.sh`:
```
#!/bin/bash
# OpenROAD 26Q1-2900-gdf79404cd8, Yosys 0.63+post, stock flow scripts
make -C /OpenROAD-flow-scripts/flow DESIGN_CONFIG=/design/flow/config.mk WORK_HOME=/design/flow/orfs finish
```
`flow/config.mk`:
```
export PLATFORM = sky130hd
export DESIGN_NAME = carry_select_adder_16bit
export DESIGN_NICKNAME = carry_select_adder_16bit
export VERILOG_FILES = /design/flow/design.v
export SDC_FILE = /design/flow/constraint.sdc
export NUM_CORES = 4
export LEC_CHECK = 1
export CORE_AREA = 10 10 82 82
export DIE_AREA = 0 0 92 92
```
`flow/constraint.sdc`:
```
current_design carry_select_adder_16bit

set clk_period 9.9
set clk_io_pct 0.2

create_clock -name clk0 -period $clk_period

set non_clock_inputs [all_inputs -no_clocks]
set_input_delay [expr $clk_period * $clk_io_pct] -clock clk0 $non_clock_inputs
set_output_delay [expr $clk_period * $clk_io_pct] -clock clk0 [all_outputs]
```
==> flow_summary.yaml <==
# synthesis and place-and-route metrics
place:
  port_buffers: 52
  dp_cells: 223
  dp_hpwl_um: 2018
  gp_congestion: 0.7523
worst_setup_path:
  crit_fanout: 4
  cp-end-kind: "output port"
  arrival_ns: 7.70
  cp_data_required_time_ns: 7.92
  start_kind: "primary input"
  worstSetupPathType: "primary input to output port"
timing:
  clock.fmax_mhz: 103.3
  worst_slew_pin_slew_ns: 0.2948
  finalMaxSlewViolations: 0
  maxSlewHeadroom_pct: 80.28
  setup-tns-final_ns: 0
  setup_viol: 0
  finalClockPeriodUsage_pct: 97.78
  rsz0062_at_grt: "no"
  hold_viol_final: 0
  min_period_ns: 9.680
  holdWs_ns: 4.772
cells_and_area:
  final_core_util_pct: 31.31
  seq_cell_count: 0
  nFillCells: 544
  syn_to_final_growth_pct: 88.71
  instances_no_fill: 225
  drive_gt1_share_pct: 25.16
  seq_area_sq_um: 0
  clock_buffers: 0
  logic_area_sq_um: 762.0
yosys:
  syn_area_sq_um: 842.1
  netlist_instances: 93
  most_common_cell: "inv_1"
  avgSynthCellArea_sq_um: 9.054
  top_area_cell: "ha_1"
  yosys_cells: 93
  ys_top_cells_by_count: "29 x inv_1, 16 x ha_1, 15 x xor2_1"
  ys_seq_share_pct: 0
  synth_top_area_share_pct: 23.77
  yosysWarnings: 0
  yosys-stat-area_sq_um: 842.1
  synth_cell_types: 16
  area_leaders: "ha_1 24%, fa_1 21%, xor2_1 16%"
routing:
  vias: 721
  met1_length_um: 1009
  drtIter0Drc: 1
  first_pass_iters: 3
  num_antenna_cells: 0
  drt-total-wl_um: 2184
  dr_wl_met3_um: 226
  met2_length_um: 949
  viasPerCell: 3.204
  ant_nets: 0
  top_layer_used: "met3"
  drc_errors: 0
  wire_per_inst_um: 9.707
grt:
  grt_max_degree: 11
  grt_pass1_wl_um: 3525
  grt_util_all_layers_pct: 4.975
  antenna_found_initial: 0
  overflow: 0
  grt_pass1_vias: 789
power:
  design_power_total_w: 0.0001230
  leakage_nw: 0.7654
  ir_worst_vdd_mv: 0.03239
  p_per_area_nw_per_um2: 77.42
die:
  fp_util_pct: 16.59
  core_sq_um: 5075
  dieArea_sq_um: 8464
  dieHeight_um: 92
  die_x_um: 92
  io_pins: 52
  core.rowCount: 26
clock_network:
  hold_buffers: 0
job:
  warning_count: 41
  maxCapViolations: 0
min_path:
  hold_class: "primary input to output port"
run_status:
  outcome: "finished, final reports clean"
-- placed cells by master, fill, tap and decap left out --
| cell | count |
|---|---|
| o21ai_2 | 1 |
| clkbuf_2 | 1 |
| inv_2 | 2 |
| fa_2 | 8 |
| mux2_4 | 1 |
| ha_1 | 16 |
| clkdlybuf4s50_1 | 47 |
| a21oi_2 | 1 |
| fa_1 | 1 |
| xor2_1 | 15 |
| mux2i_4 | 1 |
| buf_2 | 1 |
| nor2_2 | 1 |
| inv_1 | 28 |
| buf_6 | 1 |
| xnor2_1 | 6 |
| dlymetal6s2s_1 | 3 |
| xnor2_2 | 1 |
| nand2_2 | 1 |
| mux2i_2 | 4 |
| nor2_4 | 1 |
| xor2_4 | 1 |
| buf_4 | 13 |
-- metrics by stage --
step                cell area [sq um]  setup WS, ns
CTS                              1506       0.03170
detailed placement               1494       -0.2381
global placement                 1494       -0.2042
floorplan                       842.1        0.5585
finish                           1589        0.2202
global route                     1589      0.003483
-- per-layer routing --
layer  vias up  global-route usage, %
met5         -                      0
met4         0                      0
met3         0                  1.812
met2        35                  8.353
met1       296                  6.385
li1        390                      -
-- worst max-delay path, cell delays in order --
cell,delay [ns]
buf_2,0.12
buf_6,0.13
nor2_4,0.09
fa_2,0.20
inv_2,0.04
fa_2,0.41
nand2_2,0.08
o21ai_2,0.06
fa_2,0.39
nor2_2,0.10
a21oi_2,0.05
fa_2,0.40
mux2i_2,0.17
fa_2,0.42
mux2i_2,0.18
fa_2,0.43
mux2i_4,0.21
fa_2,0.41
mux2i_2,0.17
fa_2,0.41
mux2i_2,0.17
fa_1,0.57
buf_4,0.12
mux2_4,0.28
dlymetal6s2s_1,0.13
-- power by group --
| part | internal (W) | leakage (nW) | switching, W | total (W) |
|---|---|---|---|---|
| sequential | 0 | 0 | 0 | 0 |
| clock | 0 | 0 | 0 | 0 |
| combinational | 0.0000848 | 0.765 | 0.0000382 | 0.000123 |
-- logic make-up after synthesis --
group                    after synthesis  share of synthesized area (%)
AND/OR/NAND/NOR                        3                          1.337
XOR/XNOR                              23                          26.15
adder cells (fa/ha/maj)               25                          45.17
AND-OR/OR-AND                          2                          1.188
multiplexers                           6                          7.281
buffers and inverters                 34                          18.87
-- worst paths after layout --
path / depth (start not counted) / startpoint / slack (ns) / to
worst max-delay path: 25 / sub / 0.22 / v
worst min-delay path: 5 / in0[0] / 4.77 / sum[0]
-- timing repair --
action | in CTS | in global routing
endpoints found under the hold margin | 0 | 0
setup endpoints to repair | 2 | 2
resized | 5 | 28
pin swaps | 0 | 13
setup buffers | 0 | 4
-- layout make-up --
class | count | share of cell area (%)
inverter | 30 | 7.087
multi-input combinational | 59 | 47.95
tap | 70 | 5.512
timing repair buffer | 66 | 39.45
No activity file was given, so power comes from the tool's default toggle rates.
