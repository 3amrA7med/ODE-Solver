===== ./design.v =====
module RAM #(parameter ADDRESS_WIDTH = 13,
             parameter DATA_WIDTH = 64,
             parameter DEPTH = 100)
            (input CLK,
             input RST,
             input WR_Enable,
             input [ADDRESS_WIDTH - 1 :0] address_RD1,
             input [ADDRESS_WIDTH - 1 :0] address_RD2,
             input [ADDRESS_WIDTH - 1 :0] address_WR,
             output [DATA_WIDTH - 1 :0] dataOut1,
             output [DATA_WIDTH - 1 :0] dataOut2,
             input [DATA_WIDTH - 1 :0] dataIn);
    reg [DATA_WIDTH - 1 :0] Memory[0: DEPTH];
    integer i = 0;
    always @(posedge CLK) begin
        if (~RST) begin
            if (WR_Enable) begin
                Memory[address_WR] = dataIn;
            end
        end
        else begin
            for (i = 0 ;i < DEPTH; i = i + 1)
                 Memory[i] <= 0;
        end
    end
    assign dataOut1 = Memory[address_RD1];
    assign dataOut2 = Memory[address_RD2];
endmodule

===== ./run.sh =====
#!/bin/bash
# OpenROAD 26Q1-2900-gdf79404cd8, Yosys 0.63+post, stock flow scripts
make -C /OpenROAD-flow-scripts/flow DESIGN_CONFIG=/design/flow/config.mk WORK_HOME=/design/flow/orfs finish

===== ./config.mk =====
export PLATFORM = sky130hd
export DESIGN_NAME = RAM
export DESIGN_NICKNAME = RAM
export VERILOG_FILES = /design/flow/design.v
export SDC_FILE = /design/flow/constraint.sdc
export NUM_CORES = 4
export LEC_CHECK = 1
export CORE_UTILIZATION = 40
export SYNTH_MEMORY_MAX_BITS = 65536

===== ./constraint.sdc =====
current_design RAM

set clk_period 35.4
set clk_io_pct 0.2

create_clock -name clk0 -period $clk_period [get_ports {CLK}]

set non_clock_inputs [all_inputs -no_clocks]
set_input_delay [expr $clk_period * $clk_io_pct] -clock clk0 $non_clock_inputs
set_output_delay [expr $clk_period * $clk_io_pct] -clock clk0 [all_outputs]

==> flow_summary.json <==
{
  "status": "complete, no violations",
  "ys_sh_simple": 0.0924,
  "io_buffers": 215,
  "final_worst_path_period_need_ns": 22.33,
  "internal_power_uw": 15400,
  "grt_first_pass_wirelength_um": 2210000,
  "slowest_delay_ns": 0.71,
  "route.detailed.drc": 0,
  "globalRouteTotalUtil": 0.325,
  "cts_setup_buffers": 0,
  "busiest_layer": "met2",
  "critical_path.cell_chain": "buf_16 -> buf_4 -> buf_4 -> buf_4 -> buf_4 -> buf_4 -> buf_4 -> buf_4 -> buf_4 -> mux4_2 -> mux4_2 -> mux4_2 -> mux2_2 -> clkdlybuf4s50_1",
  "num-fill-cells": 86800,
  "sequentialPowerShare": 0.474,
  "gr-usage-met3": 0.241,
  "crit_path_start_kind": "input pin",
  "met1_track_demand_over_resource": 0.357,
  "path_class": "in -> out",
  "clkTransAtPathRegs_ns": 0.06,
  "cts.repair.resized": 0,
  "async_flop_share": 0,
  "floorplan_utilization": 0.402,
  "synth_largest_type_area_fraction": 0.317,
  "ys_cells": 33600,
  "placed_cells": 44700,
  "worst-slew-pin-transition_ns": 1.15,
  "unrepaired_setup_endpoints_after_global_routing": "no",
  "clock_share_of_power": 0.462,
  "final-max-slew-violation-count": 0,
  "ys_dominant_reg_cell": "dfxtp_1",
  "routed_wl_um": 1560000,
  "pin_count": 234,
  "fmax_mhz": 44.8,
  "cellLeakagePower_uw": 0.168,
  "detailed_place.area_um2": 420000,
  "drive_above_1_share": 0.253,
  "edf_count": 1792,
  "pwr_density_cell_nw_per_um2": 44.9,
  "clk_tree_root_cell": "clkbuf_16",
  "synth-adder-area-share": 0,
  "proportion_of_synthesized_chip_area_in_sequential_cells": 0.450,
  "pin_count_of_the_biggest_net_entering_global_routing": 159,
  "largest_register_ffs": 8192,
  "clock-sinks": 8192,
  "ir_worst_vdd_mv": 0.0443,
  "clock-skew-final_ns": 0,
  "netlist_logic_family_top": "multiplexers",
  "gp_congestion": 0.966,
  "warnings": 69,
  "clk-insertion-delay-late_ns": 1.19,
  "die_area_um2": 1010000,
  "power.switching_uw": 4790,
  "detail-route-antenna-nets": 0,
  "timing.slew.headroom": 0.229,
  "wire_per_inst_um": 33.4,
  "crit_arrival_ns": 15.25,
  "detailroute.via_count": 290000,
  "cp_max_fo": 75,
  "cts_made_buffers": 878,
  "globalRoute.totalOverflow": 0,
  "multi_input_comb_area_um2": 210000,
  "final_tns_setup_ns": 0,
  "vias_per_cell": 6.24,
  "share_comb_of_total_power": 0.063,
  "power.share.switching": 0.238,
  "synthDistinctLibCells": 31,
  "fin_util": 0.447,
  "proportion_of_synthesized_area_in_mux_cells": 0.383,
  "placement_rows": 368,
  "grtUsageMet2": 0.447,
  "critical_path_cell_with_the_highest_stage_delay": "buf_4",
  "critical_path.endpoint_type": "output pin",
  "synth_compound_gate_area_share": 0.0396,
  "fin_cells": 46500,
  "chip_area_yosys_um2": 404000,
  "xor_area_frac": 0,
  "post_synth_main_area_contributors": "dfxtp_1 (32%), mux4_2 (30%), edfxtp_1 (13%)",
  "hold_path_class": "reg -> reg",
  "cts_buffer_depth": 5,
  "setup_viol_count_final": 0,
  "yosys_warnings": 1,
  "drt_pass1_iterations": 25,
  "max_cap_viol_count": 0,
  "postCtsHoldBufs": 0,
  "cts_tree": "yes",
  "synth-seq-cells": 8192,
  "dr.first_iter.drc_count": 25400,
  "core_area_um2": 1010000,
  "crit_path_frequent_cell": "buf_4",
  "critPathRequiredTime_ns": 28.32,
  "whs_ns": 0.462,
  "top_area_cell": "dfxtp_1",
  "syn-cell-area_um2": 404000,
  "die-width_um": 1010,
  "period_used_share": 0.631,
  "max_h_tree_level": 6,
  "areaGrowthSynthToFinish_pct": 11.2,
  "hpwl_um": 1000000,
  "avgSynthCellArea_um2": 12.0,
  "final_area_um2": 449000,
  "layout_top_registers": "Memory x8192",
  "regArea_um2": 182000,
  "antenna_violations_before_repair": 156,
  "grt_pass1_vias": 299000,
  "die_y_um": 1010,
  "register_with_the_highest_flop_count": "Memory",
  "synth_cells": 33600,
  "hold_viol_final": 0
}
[cells in the final DEF (no fill, tap or decap), types with 4 or more instances in the layout]
cell type / n
nand2_1: 6406
dfxtp_1: 6400
mux4_2: 5376
nor2_1: 3201
a21oi_1: 3200
mux2i_1: 3200
edfxtp_1: 1792
buf_4: 1255
clkbuf_16: 890
diode_2: 255
clkbuf_1: 195
clkinv_2: 178
clkbuf_8: 149
clkdlybuf4s50_1: 136
mux2_2: 128
nand3_4: 100
bufinv_16: 64
nor3_2: 54
clkinv_1: 46
buf_12: 27
clkinvlp_4: 23
nor2_4: 17
inv_6: 14
clkinv_4: 10
and3_4: 8
buf_8: 8
clkinv_8: 6
nor4bb_4: 5
nand4bb_1: 5
buf_16: 5
or4b_2: 4
clkbuf_2: 4
[cells in the mapped netlist (all sizes together) (54+ instances only)]
cell type	count
mux2i	3200
nand2	6406
a21oi	3200
mux4	5376
mux2	128
edfxtp	1792
nand3	101
dfxtp	6400
buf	669
nor3	54
nor2	3218
clkbuf	2975
[cell families (layout without fill, tap and decap cells)]
| logic type | after synthesis | in the layout |
|---|---|---|
| buffers and inverters | 3644 | 3021 |
| DFF | 8192 | 8192 |
| muxes | 8704 | 8704 |
| other | 0 | 255 |
| and+or+nand+nor | 9828 | 9828 |
| AOI/OAI and AO/OA | 3200 | 3200 |
[critical path, delay by kind of cell]
kind	cells	cell delay [ns]
buffers and inverters	10	5.84
muxes	4	1.98
[worst paths after layout]
kind | from | to | slack (ns) | cells after the start
worst max register to register | Memory[40][31]$_SDFFE_PP0P_ | Memory[40][31]$_SDFFE_PP0P_ | 34.52 | 2
worst min-delay path | Memory[70][36]$_SDFFE_PP0P_ | Memory[70][36]$_SDFFE_PP0P_ | 0.46 | 2
worst min register to register | Memory[70][36]$_SDFFE_PP0P_ | Memory[70][36]$_SDFFE_PP0P_ | 0.46 | 2
worst max-delay path | address_RD1[2] | dataOut1[29] | 13.07 | 14
[cell type report]
class | instances | share of cell area
tap | 13300 | 0.0371
clock buffer | 1239 | 0.0558
timing repair buffer | 1433 | 0.0258
multi-input combinational | 21700 | 0.467
sequential | 8192 | 0.405
clock inverter | 349 | 0.00794
antenna | 255 | 0.00142
[routing by layer]
metal / up-vias / part of all wire
met5: - / 0.0027
li1: 121000 / -
met4: 180 / 0.081
met3: 4673 / 0.18
met2: 19600 / 0.43
met1: 144000 / 0.31
[through the flow]
step	setup slack [ns]	total power, uW
after floorplan	18.60	10600
after global placement	13.30	11000
after detailed placement	13.16	11000
after CTS	13.20	20200
after global routing	12.91	20600
final	13.07	20200
[power by group through the flow]
stage	Clock, uW	Combinational [uW]	Sequential (uW)
6_report	9320	1280	9560
5_1_grt	9750	1340	9550
4_1_cts	9380	1270	9560
Power is estimated from default activity; no workload was simulated.
