==> flow/design.v <==
module add_sub_cs(sub, in1, in2, cin, out, cout, invalid);
	input signed [15:0] in1;
	input signed [15:0] in2;
 	output reg signed [15:0] out;
	wire signed [19:0] tempIn1;
	wire signed [19:0] tempIn2;
	reg signed [19:0] tempIn11;
	reg signed [19:0] tempIn22;
	reg [2:0] diffScaleFactor;
	reg [2:0] newScaleFactor;
	wire [19:0] tempOut;
	input sub;
	wire tempCout;
	input cin;
	output reg cout;
	output reg invalid;
	wire v;
	reg valid;
	carry_select_adder_20bit cs0(sub, tempIn11, tempIn22, cin, tempOut, tempCout, v);
	assign tempIn1[19:13] = (in1[12] == 1) ? 7'b1111111 : 7'b0000000;
	assign tempIn1[12:0] = in1[12:0];			
	assign tempIn2[19:13] = (in2[12] == 1) ? 7'b1111111 : 7'b0000000;
	assign tempIn2[12:0] = in2[12:0];
	always @ (tempIn1 or tempIn2 or in1 or in2)
	begin
		if(in1[15:13] != in2[15:13]) begin
			if(in1[15:13] > in2[15:13]) begin
				diffScaleFactor = in1[15:13] - in2[15:13];
				tempIn22 = tempIn2 << diffScaleFactor;
				tempIn11  = tempIn1;
				newScaleFactor = in1[15:13];
			end else begin
				diffScaleFactor = in2[15:13] - in1[15:13];
				tempIn11 = tempIn1 << diffScaleFactor;
				tempIn22 = tempIn2;
				newScaleFactor = in2[15:13];			
			end
		end else begin
				newScaleFactor = in2[15:13];
				diffScaleFactor = 0;
				tempIn11 = tempIn1;
				tempIn22 = tempIn2;
		end
	end
	always @ (tempOut or v or tempCout or newScaleFactor)
	begin
			out[12:0] = tempOut[12:0];
			out[15:13] = newScaleFactor;
			valid = !v && ((tempOut[19:12] == 8'b11111111) || (tempOut[19:12] == 8'b00000000));
			invalid = !valid;
			cout = tempCout;
	end
endmodule
module carry_select_adder_20bit(sub, in0, in1, cin, sum, cout, v);
	input [19:0] in0,in1;
	input cin;
	input sub;
	output [19:0] sum;
	output cout;
	output v;
	wire [8:0] c;
	wire [19:0] tempin1;
	wire tempcin;
	assign tempcin = cin | sub;
	assign tempin1 = (sub)? in1 ^ 20'b11111111111111111111 : in1;
	ripple_adder_2bit ra0(in0[1:0], tempin1[1:0], tempcin, sum[1:0], c[0]);
	carry_select_adder_2bit csa0(in0[3:2], tempin1[3:2], c[0], sum[3:2], c[1]);
	carry_select_adder_2bit csa1(in0[5:4], tempin1[5:4], c[1], sum[5:4], c[2]);
	carry_select_adder_2bit csa2(in0[7:6], tempin1[7:6], c[2], sum[7:6], c[3]);
	carry_select_adder_2bit csa3(in0[9:8], tempin1[9:8], c[3], sum[9:8], c[4]);
	carry_select_adder_2bit csa4(in0[11:10], tempin1[11:10], c[4], sum[11:10], c[5]);
	carry_select_adder_2bit csa5(in0[13:12], tempin1[13:12], c[5], sum[13:12], c[6]);
	carry_select_adder_2bit csa6(in0[15:14], tempin1[15:14], c[6], sum[15:14], c[7]);
	carry_select_adder_2bit csa7(in0[17:16], tempin1[17:16], c[7], sum[17:16], c[8]);
	carry_select_adder_2bit csa8(in0[19:18], tempin1[19:18], c[8], sum[19:18], cout);
	assign v = ((in0[19] & tempin1[19]) & ~sum[19]) | ((~in0[19] & ~tempin1[19]) & sum[19]);
endmodule
module carry_select_adder_2bit(in0, in1, cin, sum, cout);
	input [1:0] in0,in1;
	input cin;
	output [1:0] sum;
	output cout;
	wire [1:0] s0,s1;
	wire c0,c1;
	ripple_adder_2bit ra0(in0, in1, 1'b0, s0, c0);
	ripple_adder_2bit ra1(in0, in1, 1'b1, s1, c1);
	mux2X1 #(2) ms0(s0, s1, cin, sum);
 	mux2X1 #(1) mc0(c0, c1, cin, cout);
endmodule
module full_adder(in0, in1, cin, sum, cout);
	input in0;
	input in1;
	input cin;
 	output sum;
	output cout;
	assign sum = (in0 ^ in1) ^ cin;
	assign cout = (in0 & in1) | (cin & (in0 ^ in1));
endmodule
module mux2X1( in0,in1,sel,out);
	parameter width=16; 
	input [width-1:0] in0,in1;
	input sel;
	output [width-1:0] out;
	assign out=(sel)?in1:in0;
endmodule
module ripple_adder_2bit(in0, in1, cin, sum, cout);
	input [1:0] in0,in1;
	input cin;
	output [1:0] sum;
	output cout;
	wire c0;
	full_adder fa0(in0[0], in1[0], cin, sum[0], c0);
	full_adder fa1(in0[1], in1[1], c0, sum[1], cout);
endmodule
==> flow/run.sh <==
#!/bin/bash
# OpenROAD 26Q1-2900-gdf79404cd8, Yosys 0.63+post, stock flow scripts
make -C /OpenROAD-flow-scripts/flow DESIGN_CONFIG=/design/flow/config.mk WORK_HOME=/design/flow/orfs finish
==> flow/config.mk <==
export PLATFORM = sky130hd
export DESIGN_NAME = add_sub_cs
export DESIGN_NICKNAME = add_sub_cs
export VERILOG_FILES = /design/flow/design.v
export SDC_FILE = /design/flow/constraint.sdc
export NUM_CORES = 4
export LEC_CHECK = 1
export CORE_UTILIZATION = 40
==> flow/constraint.sdc <==
current_design add_sub_cs

set clk_period 18.2
set clk_io_pct 0.2

create_clock -name clk0 -period $clk_period

set non_clock_inputs [all_inputs -no_clocks]
set_input_delay [expr $clk_period * $clk_io_pct] -clock clk0 $non_clock_inputs
set_output_delay [expr $clk_period * $clk_io_pct] -clock clk0 [all_outputs]
==> GITHUB_STEP_SUMMARY <==
### Metrics collected by this job

| Metric | Value |
|---|---|
| Hold Path Class | `in -> out` |
| Tool warnings | `46` |
| Pwr/cell area | `88.5 nW/um^2` |
| Cycle use final | `0.956` |
| CP Max Fanout | `12` |
| Routed Wire Length | `7.29 mm` |
| Pre-antenna DRT Iters | `6` |
| Switching power | `0.133 mW` |
| Post-synth seq share | `0` |
| Least-Margin Pin Slew | `0.819 ns` |
| Top cells, area | `mux4_2 (14%), mux2i_1 (12%), ha_1 (11%)` |
| Post-Layout Cell Count | `438` |
| Synth top cells by count | `mux2i_1 (32), xnor2_1 (28), ha_1 (25), o21ai_0 (24), nand2_1 (22)` |
| Total die area | `7210 sq um` |
| Net Sw Frac | `0.457` |
| Worst path required time | `14.56 ns` |
| WL per Instance | `16.7 um` |
| Most frequent cell after synthesis | `mux2i_1` |
| Yosys synthesis chip area | `2750 sq um` |
| RSZ-0062 raised after global routing | `no` |
| FP Util | `0.423` |
| Post-Syn Area | `2750 sq um` |
| Post-route cell area | `3300 sq um` |
| Leak Pwr | `1.33 nW` |
| DRC errors left | `0` |
| Initial antenna violation count | `0` |
| Critical setup path kind | `in -> out` |
| Comb pwr share | `1.000` |
| Die width | `84.9 um` |
| Sequential cells | `0` |
| Ys Warns | `1` |
| Global-route wire length before repair | `12.5 mm` |
| Vias in the first global route | `2480` |
| Yosys cell types | `57` |
| P&R area growth vs syn | `19.9%` |
| Total gr overflow | `0` |
| Post-DP HPWL | `5.73 mm` |
| Crit-path max cell delay | `0.77 ns` |
| Setup total negative slack | `0 ns` |
| Syn Area/Cell | `8.38 sq um` |
| Clock power share | `0` |
| Fin crit period | `17.40 ns` |
| Final GP Congestion | `0.920` |
| Critical path startpoint category | `primary input` |
| Number of max-cap violations | `0` |
| Cell mode on critical path | `fa_1` |
| Area leader share | `0.139` |
| Vias per cell | `5.73` |
| DP Cell Count | `438` |
| Yosys cell count | `328` |
| Worst Path Arrival | `13.76 ns` |
| # rows | `29` |
| VDD IR-drop max | `0.0325 mV` |
| Register area | `0 sq um` |
| Slew headroom | `0.449` |
| Layout cells sized above 1 | `0.102` |
| Synth Instances | `328` |
| Final Hold Viols | `0` |
| Pint | `0.158 mW` |
| Synth area leader | `mux4_2` |
| Post-CTS Setup Inserts | `0` |
| Placed inst area | `3300 sq um` |
| Buffers added on ports | `52` |
| Max Slew Vio Count | `0` |
| Status | `finished clean` |
| Die Y | `84.9 um` |
| Hold buffer count at cts | `0` |
| Sequential share of power | `0` |
| F_max | `57.5 MHz` |
| Gates resized, CTS repair | `0` |
| Layout clock buffer count | `0` |
| N_diodes | `0` |
| Core area | `6490 sq um` |
| Initial DRC count | `151` |
| Final setup vio count | `0` |
| CP Capture Type | `primary output` |
| Slowest cell on crit path | `fa_1` |
| Final ANT Viol Nets | `0` |
| I/O pins | `52` |
| Via Count | `2509` |
| Pin count of the biggest net entering global routing | `31` |
| All-Layer GR Usage | `0.222` |
worst paths after layout:
check | start | endpoint | slack (ns) | cells past startpoint
worst min-delay path | in2[15] | out[15] | 8.24 | 4
worst max-delay path | in1[13] | invalid | 0.80 | 41
placed cells by master (no fill, tap or decap), types with 7 or more instances in the layout:
master / instances
xnor2_1: 28
nor2_1: 10
ha_1: 25
nand3_1: 14
inv_1: 21
a21oi_1: 13
fa_1: 13
nand2_1: 22
mux2i_1: 32
clkdlybuf4s50_1: 52
o21ai_0: 24
mux4_2: 17
buf_4: 7
worst max-delay path: cells and delay by family:
family | cells | cell delay, ns
simple gates | 12 | 1.96
mux | 2 | 0.30
fa+ha+maj | 13 | 5.79
buf+inv | 5 | 1.35
compound gates | 9 | 0.72
metal layers:
metal / vias to the layer above / wire [um] / share of wire / global-route usage
met4: 0 / 47 / 0.0064 / 0.0185
met3: 4 / 246 / 0.034 / 0.00790
met1: 1188 / 3580 / 0.49 / 0.349
li1: 1261 / - / - / -
met2: 56 / 3420 / 0.47 / 0.368
met5: - / 0 / 0 / 0
area by class of cell:
| cell class | count | area [sq um] |
|---|---|---|
| Timing Repair Buffer | 59 | 573 |
| Multi-Input combinational cell | 278 | 2540 |
| Inverter | 24 | 90.1 |
| Tap cell | 77 | 96.3 |
| Fill cell | 645 | 3200 |
power groups by stage:
stage	combinational, mW	sequential [mW]	clock (mW)
finish	0.292	0	0
CTS	0.296	0	0
global route	0.327	0	0
per-stage QoR:
step | hold slack [ns] | util | setup WS (ns) | power, mW
floorplan | 7.33 | - | 2.48 | 0.189
global placement | 8.23 | 0.508 | 0.961 | 0.295
detailed placement | 8.22 | 0.508 | 0.802 | 0.294
CTS | 8.24 | 0.508 | 0.798 | 0.296
global route | 8.26 | 0.508 | 0.00800 | 0.327
finish | 8.24 | 0.508 | 0.802 | 0.292
logic make-up after synthesis:
kind of cell               count (synthesis)  synth area share
and+or+nand+nor                           75             0.139
AOI/OAI and AO/OA                         76             0.179
muxes                                     57             0.294
xor gates and xnor gates                  32             0.102
buffers and inverters                     50            0.0773
adders and majority gates                 38             0.208
Power figures rest on the tool's default switching activity, not on a simulated workload.
