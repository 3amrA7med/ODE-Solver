File: ./design.v
module m_full_adder (CarryOut, Sum, A, B, CarryIn);
	wire   w_WIRE_1;
 	wire   w_WIRE_2;
 	wire   w_WIRE_3;
       	output CarryOut, Sum;
	input  A, B, CarryIn;
  	assign w_WIRE_1 = A ^ B;
  	assign w_WIRE_2 = w_WIRE_1 & CarryIn;
  	assign w_WIRE_3 = A & B;
	assign CarryOut = w_WIRE_2 | w_WIRE_3;
  	assign Sum   = w_WIRE_1 ^ CarryIn;
endmodule
module m_half_adder (CarryOut, Sum, A, B);
	output CarryOut, Sum;
	input  A, B;
  	assign Sum   = A ^ B;   
  	assign CarryOut = A & B;   
endmodule 
module nbits_adder(CarryIn,a,b,sum,CarryOut);
	parameter N=8;
	input [N-1:0] a,b;
	input CarryIn;
	output [N-1:0] sum;
   	output  CarryOut;
 	wire [N-1:0] carry;
   	genvar i;
   	generate 
   		for(i=0;i<N;i=i+1)
     		begin: generate_N_bit_Adder
   			if(i==0) 
  				m_full_adder f(carry[0],sum[0],a[0],b[0],CarryIn);
   			else
  				m_full_adder f(carry[i],sum[i],a[i],b[i],carry[i-1]);
     			end
  		assign CarryOut = carry[N-1];
   	endgenerate
endmodule
module nx1_product(multiplicand, multiplier, result);
	parameter DATA_WIDTH = 8;
	output [DATA_WIDTH-1:0] result;
	input multiplicand;
  	input  [DATA_WIDTH-1:0] multiplier;
  genvar i;
  generate 
    for (i = 0; i < DATA_WIDTH; i = i + 1) begin
          and a0 (result[i],multiplicand, multiplier[i]);
    end
  endgenerate	
endmodule
module wallace_16bit_multiplier (A, B,product);
	output [31:0] product;
	input [15:0] A, B;
	wire [15:0] resultant[3:0];
	wire carry[4:0];
	wire [7:0] adding_result[4:0];
wallace_8bit_multiplier m1 (A[7:0],B[7:0],resultant[0]);
wallace_8bit_multiplier m2 (A[15:8],B[7:0],resultant[1]);
wallace_8bit_multiplier m3 (A[7:0],B[15:8],resultant[2]);
wallace_8bit_multiplier m4 (A[15:8],B[15:8],resultant[3]);
assign product[7:0] = resultant[0][7:0];
nbits_adder a1 (0,resultant[1][7:0],resultant[0][15:8],adding_result[0],carry[0]);
nbits_adder a2 (0,resultant[2][7:0],adding_result[0],adding_result[1],carry[1]);
assign product[15:8] = adding_result[1];
nbits_adder a3 (carry[1],resultant[1][15:8],resultant[2][15:8],adding_result[2],carry[2]);
nbits_adder a4 (carry[0],resultant[3][7:0],adding_result[2],adding_result[3],carry[3]);
assign product[23:16] = adding_result[3];
nbits_adder a5 (carry[3],resultant[3][15:8],{7'b0000000,carry[2]},adding_result[4],carry[4]);
assign product [31:24] = adding_result[4];
endmodule 
module wallace_8bit_multiplier(multiplicand, multiplier, result);
	parameter DATA_WIDTH = 8;
	output [2*DATA_WIDTH-1:0] result;
	input  [DATA_WIDTH-1:0] multiplier,multiplicand;
	wire [DATA_WIDTH-1:0] out[DATA_WIDTH-1:0];
	wire [55:0]c,s;
	genvar i;
  	generate 
   	  for (i = 0; i < DATA_WIDTH; i = i + 1) begin
      	        nx1_product level (multiplicand[i],multiplier, out[i]);
	  end
 	 endgenerate
m_half_adder HA11 ( .Sum(s[0]),  .CarryOut(c[0]),  .A(out[1][0]), .B(out[0][1])); 
m_full_adder FA21 ( .Sum(s[1]),  .CarryOut(c[1]),  .A(out[2][0]), .B(out[1][1]),		.CarryIn(c[0]));
m_half_adder HA21 ( .Sum(s[2]),  .CarryOut(c[2]),  .A(out[0][2]), .B(s[1]));                                       
m_full_adder FA31 ( .Sum(s[3]),  .CarryOut(c[3]),  .A(out[3][0]), .B(out[2][1]),		.CarryIn(c[1]));
m_full_adder FA32 ( .Sum(s[4]),  .CarryOut(c[4]),  .A(out[1][2]), .B(s[3]),		.CarryIn(c[2]));
m_half_adder HA31 ( .Sum(s[5]),  .CarryOut(c[5]),  .A(out[0][3]), .B(s[4]));                            
m_full_adder FA41 ( .Sum(s[6]),  .CarryOut(c[6]),  .A(out[4][0]), .B(out[3][1]), 		.CarryIn(c[3]));
m_full_adder FA42 ( .Sum(s[7]),  .CarryOut(c[7]),  .A(out[2][2]), .B(s[6]), 		.CarryIn(c[4]));
m_full_adder FA43 ( .Sum(s[8]),  .CarryOut(c[8]),  .A(out[1][3]), .B(s[7]), 		.CarryIn(c[5]));
m_half_adder HA41 ( .Sum(s[9]),  .CarryOut(c[9]),  .A(out[0][4]), .B(s[8]));        
m_full_adder FA51 ( .Sum(s[10]), .CarryOut(c[10]), .A(out[5][0]), .B(out[4][1]), 		.CarryIn(c[6]));
m_full_adder FA52 ( .Sum(s[11]), .CarryOut(c[11]), .A(out[3][2]), .B(s[10]), 		.CarryIn(c[7]));
m_full_adder FA53 ( .Sum(s[12]), .CarryOut(c[12]), .A(out[2][3]), .B(s[11]), 		.CarryIn(c[8]));
m_full_adder FA54 ( .Sum(s[13]), .CarryOut(c[13]), .A(out[1][4]), .B(s[12]), 		.CarryIn(c[9]));
m_half_adder HA55 ( .Sum(s[14]), .CarryOut(c[14]), .A(out[0][5]),.B(s[13]));                             
m_full_adder FA61 ( .Sum(s[15]), .CarryOut(c[15]), .A(out[6][0]), .B(out[5][1]), 		.CarryIn(c[10]));
m_full_adder FA62 ( .Sum(s[16]), .CarryOut(c[16]), .A(out[4][2]), .B(s[15]), 		.CarryIn(c[11]));
m_full_adder FA63 ( .Sum(s[17]), .CarryOut(c[17]), .A(out[3][3]), .B(s[16]), 		.CarryIn(c[12]));
m_full_adder FA64 ( .Sum(s[18]), .CarryOut(c[18]), .A(out[2][4]), .B(s[17]), 		.CarryIn(c[13]));
m_full_adder FA65 ( .Sum(s[19]), .CarryOut(c[19]), .A(out[1][5]), .B(s[18]), 		.CarryIn(c[14]));
m_half_adder HA42 ( .Sum(s[20]), .CarryOut(c[20]), .A(out[0][6]), .B(s[19]));                                   
m_full_adder FA71 ( .Sum(s[21]), .CarryOut(c[21]), .A(out[7][0]), .B(out[6][1]), 		.CarryIn(c[15]));
m_full_adder FA72 ( .Sum(s[22]), .CarryOut(c[22]), .A(out[5][2]), .B(s[21]), 		.CarryIn(c[16]));
m_full_adder FA73 ( .Sum(s[23]), .CarryOut(c[23]), .A(out[4][3]), .B(s[22]), 		.CarryIn(c[17]));
m_full_adder FA74 ( .Sum(s[24]), .CarryOut(c[24]), .A(out[3][4]), .B(s[23]), 		.CarryIn(c[18]));
m_full_adder FA75 ( .Sum(s[25]), .CarryOut(c[25]), .A(out[2][5]), .B(s[24]), 		.CarryIn(c[19]));
m_full_adder FA76 ( .Sum(s[26]), .CarryOut(c[26]), .A(out[1][6]), .B(s[25]), 		.CarryIn(c[20]));
m_half_adder HA71 ( .Sum(s[27]), .CarryOut(c[27]), .A(out[0][7]), .B(s[26]));                                
m_full_adder FA81 ( .Sum(s[28]), .CarryOut(c[28]), .A(out[7][1]), .B( out[6][2]), 	.CarryIn(c[21]));
m_full_adder FA82 ( .Sum(s[29]), .CarryOut(c[29]), .A(out[5][3]), .B(s[28]), 		.CarryIn(c[22]));
m_full_adder FA83 ( .Sum(s[30]), .CarryOut(c[30]), .A(out[4][4]), .B(s[29]), 		.CarryIn(c[23]));
m_full_adder FA84 ( .Sum(s[31]), .CarryOut(c[31]), .A(out[3][5]), .B(s[30]), 		.CarryIn(c[24]));
m_full_adder FA85 ( .Sum(s[32]), .CarryOut(c[32]), .A(out[2][6]), .B(s[31]), 		.CarryIn(c[25]));
m_full_adder FA86 ( .Sum(s[33]), .CarryOut(c[33]), .A(out[1][7]), .B(s[32]), 		.CarryIn(c[26]));
m_half_adder HA81 ( .Sum(s[34]), .CarryOut(c[34]), .A(s[33]), 	.B(c[27]));                                 
m_full_adder FA91 ( .Sum(s[35]), .CarryOut(c[35]), .A(out[7][2]), .B( out[6][3]), 	.CarryIn(c[28]));
m_full_adder FA92 ( .Sum(s[36]), .CarryOut(c[36]), .A(out[5][4]), .B(s[35]), 		.CarryIn(c[29]));
m_full_adder FA93 ( .Sum(s[37]), .CarryOut(c[37]), .A(out[4][5]), .B(s[36]), 		.CarryIn(c[30]));
m_full_adder FA94 ( .Sum(s[38]), .CarryOut(c[38]), .A(out[3][6]), .B(s[37]), 		.CarryIn(c[31]));
m_full_adder FA95 ( .Sum(s[39]), .CarryOut(c[39]), .A(out[2][7]), .B(s[38]), 		.CarryIn(c[32]));
m_full_adder FA96 ( .Sum(s[40]), .CarryOut(c[40]), .A(s[39]), 	.B(c[33]), 		.CarryIn(c[34]));                       
m_full_adder FA101( .Sum(s[41]), .CarryOut(c[41]), .A(out[7][3]), .B( out[6][4]), 	.CarryIn(c[35]));
m_full_adder FA102( .Sum(s[42]), .CarryOut(c[42]), .A(out[5][5]), .B(s[41]), 		.CarryIn(c[36]));
m_full_adder FA103( .Sum(s[43]), .CarryOut(c[43]), .A(out[4][6]), .B(s[42]), 		.CarryIn(c[37]));
m_full_adder FA104( .Sum(s[44]), .CarryOut(c[44]), .A(out[3][7]), .B(s[43]), 		.CarryIn(c[38]));
m_full_adder FA105( .Sum(s[45]), .CarryOut(c[45]), .A(s[44]), 	.B(c[39]),		.CarryIn(c[40]));                 
m_full_adder FA111( .Sum(s[46]), .CarryOut(c[46]), .A(out[7][4]), .B( out[6][5]),		.CarryIn(c[41]));
m_full_adder FA112( .Sum(s[47]), .CarryOut(c[47]), .A(out[5][6]), .B(s[46]), 		.CarryIn(c[42]));
m_full_adder FA113( .Sum(s[48]), .CarryOut(c[48]), .A(out[4][7]), .B(s[47]), 		.CarryIn(c[43]));
m_full_adder FA114( .Sum(s[49]), .CarryOut(c[49]), .A(s[48]), 	.B(c[44]), 		.CarryIn(c[45]));         
m_full_adder FA121( .Sum(s[50]), .CarryOut(c[50]), .A(out[7][5]), .B( out[6][6]),		.CarryIn(c[46]));
m_full_adder FA122( .Sum(s[51]), .CarryOut(c[51]), .A(out[5][7]), .B(s[50]), 		.CarryIn(c[47]));
m_full_adder FA123( .Sum(s[52]), .CarryOut(c[52]), .A(s[51]), 	.B(c[48]), 		.CarryIn(c[49]));       
m_full_adder FA131( .Sum(s[53]), .CarryOut(c[53]), .A(out[7][6]), .B( out[6][7]),		.CarryIn(c[50]));
m_full_adder FA132( .Sum(s[54]), .CarryOut(c[54]), .A(s[53]),	.B(c[51]), 		.CarryIn(c[52]));
m_full_adder FA141( .Sum(s[55]), .CarryOut(c[55]), .A(out[7][7]), .B(c[53]), 		.CarryIn(c[54]));         
assign result = {c[55],s[55],s[54],s[52],s[49],s[45],s[40],s[34],s[27],s[20],s[14],s[9],s[5],s[2],s[0],out[0][0]};
endmodule
File: ./run.sh
#!/bin/bash
# OpenROAD 26Q1-2900-gdf79404cd8, Yosys 0.63+post, stock flow scripts
make -C /OpenROAD-flow-scripts/flow DESIGN_CONFIG=/design/flow/config.mk WORK_HOME=/design/flow/orfs finish
File: ./config.mk
export PLATFORM = sky130hd
export DESIGN_NAME = wallace_16bit_multiplier
export DESIGN_NICKNAME = wallace_16bit_multiplier
export VERILOG_FILES = /design/flow/design.v
export SDC_FILE = /design/flow/constraint.sdc
export NUM_CORES = 4
export LEC_CHECK = 1
export CORE_UTILIZATION = 40
File: ./constraint.sdc
current_design wallace_16bit_multiplier

set clk_period 30.1
set clk_io_pct 0.2

create_clock -name clk0 -period $clk_period

set non_clock_inputs [all_inputs -no_clocks]
set_input_delay [expr $clk_period * $clk_io_pct] -clock clk0 $non_clock_inputs
set_output_delay [expr $clk_period * $clk_io_pct] -clock clk0 [all_outputs]
==> results.sh <==
# flow metrics
export IMPL_yosys_area_share_aoi_pct=0
export IMPL_finalHoldViolations=0
export IMPL_ys_seq_share_pct=0
export IMPL_holdBufCountCts=0
export IMPL_core_um2=18700
export IMPL_warning_count=32
export IMPL_rsz0062_at_grt="false"
export IMPL_slew_headroom_pct=53.9
export IMPL_die_width_um=140
export IMPL_slowest_stage="clkdlybuf4s50_1"
export IMPL_setup_viol=0
export IMPL_syn_avg_cell_area_um2=9.54
export IMPL_first_pass_iters=4
export IMPL_seq_cells=0
export IMPL_synth_area_um2=7650
export IMPL_ys_sh_adder_pct=64.9
export IMPL_drive_above_1_share_pct=2.20
export IMPL_drc=0
export IMPL_xor_area_share_pct=0.114
export IMPL_seq_area_um2=0
export IMPL_end_kind="primary output"
export IMPL_worstPathArrival_ps=22110
export IMPL_tns_ps=0
export IMPL_dp_hpwl_um=11600
export IMPL_ys_area_um2=7650
export IMPL_cts_setup_buffers=0
export IMPL_cts_resized_gates=0
export IMPL_synthCells=802
export IMPL_die_area_um2=19700
export IMPL_drt_iter0_drc=90
export IMPL_lay_top_count="fa_1"
export IMPL_io_buffers=64
export IMPL_worstPathRequired_ps=24080
export IMPL_max_stage_delay_ps=810
export IMPL_finalCriticalPeriod_ps=28130
export IMPL_fp_util_pct=40.9
export IMPL_fmax_ghz=0.0355
export IMPL_grt_antenna_before_repair=0
export IMPL_grt_usage_pct=16.8
export IMPL_io_pins=64
export IMPL_grt_pass1_vias=5222
export IMPL_hold_class="in2out"
export IMPL_outcome="finished clean"
export IMPL_wl_um=13300
export IMPL_grt_first_pass_wirelength_um=25000
export IMPL_fin_crit_sh_pct=93.5
export IMPL_grt_start_max_net_pins=17
export IMPL_final_max_slew_violation_count=0
export IMPL_ant_nets=0
export IMPL_crit_path_max_fanout=16
export IMPL_ys_warn_count=2
export IMPL_drv_cap=0
export IMPL_syn2layout_area_growth_pct=6.77
export IMPL_dr_total_vias=4778
export IMPL_place_congestion=0.830
export IMPL_die_y_um=140
export IMPL_n_clock_buffer=0
export IMPL_num_antenna_cells=0
export IMPL_worstMarginPinSlew_ps=689
export IMPL_crit_type="in2out"
export IMPL_mux_share_pct=0
export IMPL_yosysCellCount=802
export IMPL_rows=50
export IMPL_lay_top_cells="fa_1 (223), inv_1 (217), and2_1 (141)"
export IMPL_dp_cells=1053
export IMPL_synthSimpleGateAreaFrac_pct=17.2
export IMPL_top_logic_kind="adder cells"
export IMPL_instances_no_fill=1053
export IMPL_cp_start_kind="input port"
export IMPL_vias_per_cell=4.54
export IMPL_post_drt_wl_per_cell_um=12.6
export IMPL_grt_overflow_total=0
export IMPL_cpMostUsedCell="fa_1"
export IMPL_yosysUniqueCellTypes=9
worst paths after layout:
path / startpoint / end / slack [ps] / cells after the start
worst max-delay path: B[0] / product[31] / 1970 / 49
worst min-delay path: A[0] / product[0] / 13210 / 4
per-stage QoR:
stage | util [%] | hold WS [ps] | cell area (um^2) | setup WS (ps)
final | 43.7 | 13210 | 8170 | 1970
after global routing | 43.7 | 13270 | 8170 | 1120
after CTS | 43.7 | 13230 | 8170 | 1840
after detailed placement | 43.7 | 13220 | 8170 | 1840
after global placement | 43.7 | 13230 | 8170 | 1970
after floorplan | - | 12110 | 7650 | 3550
cells in the mapped netlist:
library cell,count,area [um^2]
and2_1,141,882
nand2_1,115,432
fa_1,223,4460
xor2_1,1,8.76
buf_4,45,338
clkbuf_2,2,10.0
ha_1,40,500
inv_1,217,815
buf_6,18,203
routing by layer:
metal | GRT usage [%] | part of all wire (%) | vias up
met4 | 0.925 | 0.69 | 0
met5 | 0 | 0 | -
met3 | 2.65 | 4.2 | 6
li1 | - | - | 2203
met2 | 28.6 | 52 | 84
met1 | 25.4 | 43 | 2485
final cells by class:
class	count	area (um^2)
fillers	1847	10500
repair buffers	82	776
inverters	217	815
well taps	234	293
multi-input cells	520	6290
kinds of logic (layout without fill, tap and decap cells):
| kind of cell | after synthesis | after routing |
|---|---|---|
| XOR/XNOR | 1 | 1 |
| adder cells (fa/ha/maj) | 263 | 263 |
| buffers and inverters | 282 | 299 |
| AND/OR/NAND/NOR | 256 | 256 |
worst max-delay path, delay by kind of cell:
| kind | cells | cell delay [ps] |
|---|---|---|
| buf+inv | 8 | 1570 |
| fa+ha+maj | 39 | 14140 |
| xor+xnor | 1 | 140 |
| simple gates | 1 | 210 |
