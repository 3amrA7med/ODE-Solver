==> flow/design.v <==
module booth_16bit_multiplier(A, B, product);
    input signed [15:0] A,B;
    output signed [31:0] product;
    reg signed [31:0] product;
    reg signed [15:0] Q,Acc;
    reg  Q0;
    integer n; 
always @(A,B)
	begin
	Q0 = 0;
	Q = A;
	Acc = 16'h0;
	for(n = 16; n  > 0; n = n - 1) begin
	case({Q[0],Q0})
		2'b10 : Acc = Acc - B;
		2'b01 : Acc = Acc + B;
		default : begin end
	endcase
	Q0 = Q[0];
	Q = Q >> 1;
	Q[15] = Acc[0];
	Acc = Acc >> 1;
	Acc[15] = Acc[14];
	end
	product = {Acc,Q};
end
 endmodule
==> flow/run.sh <==
#!/bin/bash
# OpenROAD 26Q1-2900-gdf79404cd8, Yosys 0.63+post, stock flow scripts
make -C /OpenROAD-flow-scripts/flow DESIGN_CONFIG=/design/flow/config.mk WORK_HOME=/design/flow/orfs finish
==> flow/config.mk <==
export PLATFORM = sky130hd
export DESIGN_NAME = booth_16bit_multiplier
export DESIGN_NICKNAME = booth_16bit_multiplier
export VERILOG_FILES = /design/flow/design.v
export SDC_FILE = /design/flow/constraint.sdc
export NUM_CORES = 4
export LEC_CHECK = 1
export CORE_UTILIZATION = 50
==> flow/constraint.sdc <==
current_design booth_16bit_multiplier

set clk_period 50.8
set clk_io_pct 0.2

create_clock -name clk0 -period $clk_period

set non_clock_inputs [all_inputs -no_clocks]
set_input_delay [expr $clk_period * $clk_io_pct] -clock clk0 $non_clock_inputs
set_output_delay [expr $clk_period * $clk_io_pct] -clock clk0 [all_outputs]
==> deck_impl_summary.md <==
Implementation Results

Timing
  • Minimum clock period: 46.78 ns
  • Final Hold Viols: 0
  • Final setup viols: 0
  • Slew HR: 0.4451
  • FMAX: approximately 21 MHz
  • Slew Viols, Final: 0
  • Setup TNS: 0 ns
  • RSZ-0062 raised after global routing: false
  • Tcrit/Tclk final: 0.9209
  • Worst-Margin Slew: between 0.8 and 0.9 ns

Synth
  • Fa+ha+maj area frac: 0.1482
  • Top non-seq family: AND-OR/OR-AND gates
  • Synthesis area per yosys: 20,750 um2
  • XORs/XNORs by Area: 0.2045
  • Synth cell types: ~120
  • Post-Syn Area: 20,750 um2
  • Basic Gates by Area: 0.2408
  • Seq share, synth: 0
  • Syn Area/Cell: around 6.9 um2
  • Aoi share: 0.2760
  • Mux area share: 0.06728
  • Yosys Instances: approximately 3,000
  • Yosys synthesis warning count: 1
  • Post-Synthesis Cells: approximately 3,000

Global routing
  • Gr ovfl total: 0
  • Vias in the first global route: 19,320
  • GRT Total Usage: 0.3113
  • Global-route wire length before repair: slightly above 100,000 um
  • Pin count of the biggest net entering global routing: 39
  • Antenna violations before repair: 0

Setup path
  • Crit Path Max Fanout: 22
  • Crit path largest cell delay: between 1 and 1.5 ns
  • Crit path required time: 40.64 ns
  • Crit path arrival time: roughly 37 ns
  • Critical path's slowest cell: clkdlybuf4s50_1
  • CP endpoint kind: output pin
  • Startpoint Class: input pin
  • WS Path Type: in2out
  • Critical Path Most Common Cell: ha_1

Hold path
  • Worst Hold Class: in2out

Drt
  • Starting DRT DRC Count: about 1,300
  • WL/cell: around 18 um
  • Antenna Cells: 0
  • Routed wire length: 65,210 um
  • Number of vias per cell: 6.054
  • Drt pass-1 iters: 5
  • Vias: around 21,000
  • Drc violations: 0
  • Antenna Nets Post-Route: 0

Finish
  • Fillers: ~4,000
  • Syn-to-layout area delta: 5.890%
  • Sequential cell count: 0
  • Final instance area: approximately 22,000 um2
  • Flop area: 0 um2
  • Combinational Area: between 15,000 and 20,000 um2
  • Final cell count without fillers: ~3,500
  • Clkbuf count: 0
  • Layout cells sized above 1: 0.07631

Place
  • Placed instance count: between 3,000 and 4,000
  • I/O Buffers: 64
  • Gpl congestion: ~0.96
  • HPWL Detailed: about 51,000 um
  • Placed Area: roughly 22,000 um2

Job
  • Max-cap viol count: 0
  • Count of tool warnings: 32

Floorplanning
  • Rows: roughly 74
  • Number of I/O pins: about 64
  • Die Y: 205.7 um
  • Die width: 205.7 um
  • Core area: about 41,000 um2
  • Initial Util: 0.5072
  • Total die area: roughly 42,000 um2

Clock network
  • Resized Gates After CTS: 0
  • Post-CTS setup buffers: 0
  • # hold bufs at CTS: 0

Run status
  • Outcome: completed
[worst paths after layout]
path,to,startpoint,slack [ns],depth (start not counted)
min,product[1],B[0],21.51,4
max,product[31],A[0],4.02,102
[placed cells by master (no fill, tap or decap), types with 42 or more instances in the layout]
master           synthesis  layout
mux2i_1                 42      42
xnor2_1                318     317
mux2_2                  76      76
nand3_1                 64      64
o21bai_1                66      66
clkdlybuf4s50_1          0      63
xor2_1                 121     121
o21ai_0                155     155
inv_1                  177     177
buf_4                    2      66
nor3_1                  79      77
nor2_1                 384     384
a21o_1                  46      46
a21oi_1                201     201
nand2_1                214     214
ha_1                   211     211
[worst max-delay path: cells and delay by family]
kind,cells,cell delay [ns]
and+or+nand+nor,23,5.63
AOI/OAI and AO/OA,35,8.19
buffers and inverters,10,2.62
adders and majority gates,17,5.72
muxes,6,1.68
xor gates and xnor gates,11,2.60
[cells by family after synthesis]
| family | after synthesis |
|---|---|
| compound gates | 832 |
| xor+xnor | 458 |
| fa+ha+maj | 239 |
| buf+inv | 341 |
| mux | 125 |
| simple gates | 1030 |
[metrics by stage]
stage                 util  hold slack, ns  setup slack [ns]
finish              0.5370           21.51             4.020
global route        0.5370           21.56             1.862
CTS                 0.5370           21.51             4.325
detailed placement  0.5370           21.51             4.444
global placement    0.5370           21.51             4.903
floorplan                -           20.38             8.480
[final cells by class]
class,count,share of cell area
inverters,187,0.03194
multi-input cells,2684,0.8863
well taps,532,0.03029
repair buffers,130,0.05147
[per-layer routing]
layer / up-vias / part of all wire / routed length (um) / track usage
met5: - / 0 / 0 / 0
met4: 0 / 0.034 / 2243 / 0.09206
met3: 108 / 0.040 / 2607 / 0.01780
met2: 465 / 0.47 / 30810 / 0.5345
met1: 9887 / 0.45 / 29550 / 0.4187
li1: 10930 / - / - / -
[Yosys cell counts, drive strengths merged (42+ instances only)]
cell / n / area share
a21oi: 202 / 0.049
mux2i: 45 / 0.024
buf: 42 / 0.0091
o21ai: 166 / 0.040
clkbuf: 112 / 0.020
xnor2: 323 / 0.14
mux2: 80 / 0.044
a21o: 46 / 0.017
nor2: 384 / 0.069
xor2: 123 / 0.053
inv: 180 / 0.033
nand3: 64 / 0.015
o21bai: 66 / 0.024
ha: 211 / 0.13
nand2: 214 / 0.039
nor3: 81 / 0.020
