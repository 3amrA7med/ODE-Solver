<file path="flow/config.mk">
export PLATFORM = sky130hd
export DESIGN_NAME = add_sub_cla
export DESIGN_NICKNAME = add_sub_cla
export VERILOG_FILES = /design/flow/design.v
export SDC_FILE = /design/flow/constraint.sdc
export NUM_CORES = 4
export LEC_CHECK = 1
export CORE_UTILIZATION = 40
</file>
<file path="flow/constraint.sdc">
current_design add_sub_cla

set clk_period 33.8
set clk_io_pct 0.2

create_clock -name clk0 -period $clk_period

set non_clock_inputs [all_inputs -no_clocks]
set_input_delay [expr $clk_period * $clk_io_pct] -clock clk0 $non_clock_inputs
set_output_delay [expr $clk_period * $clk_io_pct] -clock clk0 [all_outputs]
</file>
<file path="flow/design.v">
module add_sub_cla(sub, in1, in2, cin, out, cout, invalid);
	input signed [15:0] in1;
	input signed [15:0] in2;
 	output reg signed [15:0] out;
	wire signed [19:0] tempIn1;
	wire signed [19:0] tempIn2;
	reg signed [19:0] tempIn11;
	reg signed [19:0] tempIn22;
	reg [2:0] diffScaleFactor;
	reg [2:0] newScaleFactor;
	wire [19:0] tempOut;
	input sub;
	wire tempCout;
	input cin;
	output reg cout;
	output reg invalid;
	wire v;
	reg valid;
	carry_lookahead_adder_20bit cs0(sub, tempIn11, tempIn22, cin, tempOut, tempCout, v);
	assign tempIn1[19:13] = (in1[12] == 1) ? 7'b1111111 : 7'b0000000;
	assign tempIn1[12:0] = in1[12:0];			
	assign tempIn2[19:13] = (in2[12] == 1) ? 7'b1111111 : 7'b0000000;
	assign tempIn2[12:0] = in2[12:0];
	always @ (tempIn1 or tempIn2 or in1 or in2)
	begin
		if(in1[15:13] != in2[15:13]) begin
			if(in1[15:13] > in2[15:13]) begin
				diffScaleFactor = in1[15:13] - in2[15:13];
				tempIn22 = tempIn2 << diffScaleFactor;
				tempIn11 = tempIn1;
				newScaleFactor = in1[15:13];
			end else begin
				diffScaleFactor = in2[15:13] - in1[15:13];
				tempIn11 = tempIn1 << diffScaleFactor;
				tempIn22 = tempIn2;
				newScaleFactor = in2[15:13];			
			end
		end else begin
				newScaleFactor = in2[15:13];
				diffScaleFactor = 0;
				tempIn11 = tempIn1;
				tempIn22 = tempIn2;
		end
	end
	always @ (tempOut or newScaleFactor or v or tempCout)
	begin
			out[12:0] = tempOut[12:0];
			out[15:13] = newScaleFactor;
			valid = !v && ((tempOut[19:12] == 8'b11111111) || (tempOut[19:12] == 8'b00000000));
			invalid = !valid;
			cout = tempCout;
	end
endmodule
module carry_lookahead_adder_20bit(sub, in0, in1, cin, sum, cout, v);
	input [19:0] in0, in1;
	input cin;
	input sub;
	output [19:0] sum;
	output cout;
	output v;
	wire c1,c2,c3,c4;
	wire v1,v2,v3,v4;
	wire tempcin;
	wire [19:0] tempin1;
	assign tempcin = cin | sub;
	assign tempin1 = (sub)? (in1 ^ 20'b11111111111111111111) : in1;
	carry_lookahead_adder_4bit cla0 (in0[3:0], tempin1[3:0], tempcin, sum[3:0], c1, v1);
	carry_lookahead_adder_4bit cla1 (in0[7:4], tempin1[7:4], c1, sum[7:4], c2, v2);
	carry_lookahead_adder_4bit cla2 (in0[11:8], tempin1[11:8], c2, sum[11:8], c3, v3);
	carry_lookahead_adder_4bit cla3 (in0[15:12], tempin1[15:12], c3, sum[15:12], c4, v4);
	carry_lookahead_adder_4bit cla4 (in0[19:16], tempin1[19:16], c4, sum[19:16], cout, v);
endmodule
module carry_lookahead_adder_4bit(in0,in1, cin, sum, cout, v);
	input [3:0] in0,in1;
	input cin;
	output [3:0] sum;
	output cout;
	output v;
	wire [3:0] p,g,c;
	assign p = in0 ^ in1;
	assign g = in0 & in1;
	assign c[0] = cin;
	assign c[1] = g[0] | (p[0] & c[0]);
	assign c[2] = g[1] | (p[1] & g[0]) | (p[1] & p[0] & c[0]);
	assign c[3] = g[2] | (p[2] & g[1]) | (p[2] & p[1] & g[0]) | (p[2] & p[1] & p[0] & c[0]);
	assign cout = g[3] | (p[3] & g[2]) | (p[3] & p[2] & g[1]) | (p[3] & p[2] & p[1] & g[0]) | (p[3] & p[2] & p[1] & p[0] & c[0]);
	assign v = cout ^ c[3];
	assign sum = p ^ c;
endmodule
</file>
<file path="flow/run.sh">
#!/bin/bash
# OpenROAD 26Q1-2900-gdf79404cd8, Yosys 0.63+post, stock flow scripts
make -C /OpenROAD-flow-scripts/flow DESIGN_CONFIG=/design/flow/config.mk WORK_HOME=/design/flow/orfs finish
</file>
==> Changelog: implementation <==
### Metrics

* Hold_ws at approximately 14000 ps
* # clk buffers at 0
* WL per Instance at roughly 13 um
* Synth area leaders: mux2i_1, ha_1, nand2_1, xnor2_1, fa_1
* Chip area at ~6200 um2
* Via/cell ratio at 5.17
* Gates resized, CTS repair at 0
* Initial antenna violation count at 0
* Share of the yosys chip area belonging to registers at 0%
* Slew Limit Headroom at between 40 and 50%
* Area growth, synth to finish at 24.3%
* Sw Share at a little under half
* Main kind of combinational logic by area: multiplexers
* Leakage power at approximately 1.4 nW
* Max Cap Viol at 0
* DR pass1 iterations at 4
* Int Pwr at 85.2 uW
* Post-CTS setup repair buffer count at 0
* Largest net degree at the start of global routing at 25
* GRT Total Usage at about a fifth
* TNS Setup at 0 ps
* Worst path max stage delay at around 600 ps
* Core Rows at 27
* Count of pins over their slew limit at 0
* Fin. Hold Viols at 0
* Hold Path Class: in -> out
* Core Util, Final at a little over half
* Startpoint types: primary input
* Core area at ~5600 um2
* First-pass GRT wire length at 9.56 mm
* Critical path capture point type: primary output
* Residual DRC at 0
* Post-route ant nets at 0
* Post-synthesis xor/xnor area fraction at about an eighth
* Post-route minimum period at 19990 ps
* Synth Area per Inst at between 7 and 8 um2
* Cell Type Count at slightly below 50
* Die Span Y at 79.1 um
* RSZ-0062 raised after global routing: no
* Complex-gate fraction of the synthesized area at 16.2%
* IO Count at approximately 52
* Crit path required time at 27040 ps
* FFs & Latches at 0
* Final tally of setup violations at 0
* Yosys top cell by area: mux2i_1
* IO buf count at approximately 52
* Basic Gates by Area at 18.0%
* Psw at around 77 uW
* Final GP Congestion at about 0.94
* Area share of the largest cell type after synthesis at 24.9%
* Yosys Chip Area at about 2400 um2
* Critical path type: in -> out
* Layout filler cell count at ~550
* Pre-CTS setup slack at between 10000 and 15000 ps
* Hold bufs inserted after CTS at 0
* Status: completed
* Wirelength, routed at 5.41 mm
* Combinational group share of total power at about 100%
* Maximum VDD drop at just under 0.05 mV
* Layout cell share with drive strength beyond 1 at around 6.6%
* Critical path arrival at approximately 13000 ps
* Slew @ Worst Pin at about 800 ps
* Ant. Diodes at 0
* CP Launch Point: in1[13]
* Grt ovf at 0
* Yosys warning tally at 1
* Detailed Place HPWL at between 4 and 5 mm
* Die x size at approximately 79 um
* Vias in the first global route at between 2k and 2.5k
* Clock Power Share at 0%
* Max frequency at 50.0 MHz
* Yosys stat cell total at between 300 and 400
* Power Density at roughly 55 nW/um2
* Final Worst Setup Slack at around 14000 ps
* Flop area at 0 um2
* Hold Crit Start: in2[15]
* Adder Share, Synth at a little under a fifth
* Post-Syn Instances at ~310
* Final worst path period share at 59.1%
* Synthesized area at roughly 2400 um2
* CP max FO at 21
* Fp_density at a little over two fifths
* Starting DRT DRC Count at 98
* Slowest stage cell on the critical path: ha_1
* OpenROAD warning count at 35
* Via count at ~2.2k
* Sequential power share at 0%
* Multiplexer share at approximately 28%
[cell usage after synthesis, types with 2 or more instances]
cell / count
a31oi_1: 5
buf_1: 2
nand3_1: 3
a21o_1: 5
buf_4: 3
nor2b_1: 2
mux2i_1: 59
or2_2: 3
o21ai_0: 8
nor2_1: 11
a211oi_1: 2
inv_1: 12
clkbuf_1: 5
a31o_2: 2
xor2_1: 13
mux2_2: 2
nand2b_1: 3
a2111oi_2: 2
fa_1: 7
o21ai_1: 3
buf_2: 2
a21oi_1: 12
buf_6: 2
nand2_1: 67
ha_1: 25
nor3_1: 7
xnor2_1: 20
[power by group through the flow]
stage                 combinational, mW  clock (mW)  sequential, mW
after CTS                         0.164           0               0
final                             0.163           0               0
after global routing              0.182           0               0
[cell usage in the layout, fill, tap and decap left out, drive strengths merged, types with 6 or more instances in the layout]
cell type	count
inv	13
clkdlybuf4s50	52
ha	25
o21ai	11
nor2	11
nand2	67
fa	7
xnor2	21
xor2	13
a21o	6
mux2i	61
a21oi	13
nor3	7
[layer usage]
| metal | GRT usage (%) | routed length, um | vias up |
|---|---|---|---|
| met3 | 1.05 | 207 | 0 |
| met4 | 0 | 0 | 0 |
| li1 | - | - | 1182 |
| met2 | 31.1 | 2310 | 40 |
| met5 | 0 | 0 | - |
| met1 | 29.1 | 2890 | 967 |
[critical path, delay by kind of cell]
kind | cells | cell delay [ps]
xor+xnor | 3 | 630
fa+ha+maj | 3 | 1360
mux | 3 | 790
simple gates | 5 | 670
buf+inv | 5 | 1460
compound gates | 7 | 1560
[final timing paths]
kind / endpoint / slack [ps] / depth (start not counted)
setup / recovery: invalid / 13810 / 26
hold / removal: out[15] / 14450 / 4
[area by class of cell]
cell class                      count  area, um2  share of cell area (%)
Inverter                           13       51.3                    1.74
Multi-Input combinational cell    282       2260                    76.6
Tap cell                           72       90.1                    3.05
Timing Repair Buffer               56        551                    18.6
[per-stage QoR]
step / total power [mW] / cell area [um2] / cells
after floorplan: 0.107 / 2370 / 309
after global placement: 0.163 / 2950 / 423
after detailed placement: 0.162 / 2950 / 423
after CTS: 0.164 / 2950 / 423
after global routing: 0.182 / 2950 / 423
final: 0.163 / 2950 / 423
[logic make-up after synthesis]
logic type      Yosys count
compound gates           51
xor+xnor                 34
fa+ha+maj                32
buf+inv                  27
mux                      64
simple gates            101
No activity file was given, so power comes from the tool's default toggle rates.
